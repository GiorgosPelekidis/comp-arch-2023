--- design/flow/config.mk ---
export PLATFORM = sky130hd
export DESIGN_NAME = wb_stage
export DESIGN_NICKNAME = wb_stage
export VERILOG_FILES = /design/flow/design.v
export SDC_FILE = /design/flow/constraint.sdc
export NUM_CORES = 4
export LEC_CHECK = 1
export CORE_AREA = 10 10 70 70
export DIE_AREA = 0 0 80 80
--- design/flow/run.sh ---
#!/bin/bash
# OpenROAD 26Q1-2900-gdf79404cd8, Yosys 0.63+post, stock flow scripts
make -C /OpenROAD-flow-scripts/flow DESIGN_CONFIG=/design/flow/config.mk WORK_HOME=/design/flow/orfs finish
--- design/flow/constraint.sdc ---
current_design wb_stage

set clk_period 3.6
set clk_io_pct 0.2

create_clock -name clk0 -period $clk_period

set non_clock_inputs [all_inputs -no_clocks]
set_input_delay [expr $clk_period * $clk_io_pct] -clock clk0 $non_clock_inputs
set_output_delay [expr $clk_period * $clk_io_pct] -clock clk0 [all_outputs]
--- design/flow/design.v ---
module wb_stage(
	input logic [31:0] mem_wb_mem_result,
	input logic [31:0] mem_wb_alu_result,
	input logic mem_wb_rd_mem,
	input logic mem_wb_valid_inst,
	output logic [31:0] wb_reg_wr_data_out
);
assign wb_reg_wr_data_out = (mem_wb_rd_mem & mem_wb_valid_inst) ? mem_wb_mem_result : mem_wb_alu_result;
endmodule
==> run_results.csv <==
group,metric,value,unit
outcome,status,"complete, no violations",
worst_setup_path,worst_ep_arrival_time,2.30,ns
worst_setup_path,critPathMaxStageDelay,0.45,ns
timing,rsz0062_at_grt,"no",
synth,synth_area,544,sq um
flow_run,tool_warnings,32,
layout,layout_top_cell,"clkdlybuf4s50_1",
worst_setup_path,path_class,"input port to output pin",
timing,maxSlewHeadroom,0.896,
min_path,worstHoldStart,"mem_wb_mem_result[7]",
routing,dr.pass1.iters,2,
synth,ys_chip_area,544,sq um
placement,io_buffers,98,
global_routing,overflow,0,
timing,worst_slack,0.576,ns
routing,wl_per_cell,14.9,microns
global_routing,first_global_vias,740,
routing,drtAntennaViolNets,0,
synth,yosys_cells,36,
clock_network,ctsResizeCount,0,
pwr,power.density,117,nW/um^2
synth,syn_avg_cell_area,15.1,sq um
routing,drt-vias-per-instance,3.75,
timing,period_needed,3.02,ns
timing,finalClockPeriodUsage,0.840,
layout,area_growth,185,%
synth,synth_cell_types,4,
clock_network,cts_hold_buf,0,
flow_run,maxCapViolCount,0,
die,ios,98,
min_path,whs_endpoint,"wb_reg_wr_data_out[7]",
synth,top_logic_kind,"multiplexers",
routing,route.detailed.drc,0,
layout,layout.clock_buffers,0,
die,die_area,6400,sq um
global_routing,antenna_found_initial,0,
timing,finalSetupViolCount,0,
routing,vias,671,
worst_setup_path,cp-end-kind,"output pin",
synth,yosysSeqAreaShare,0,
layout,layout-drive-gt1-share,0.263,
synth,syn_inst,36,
placement,dpl.hpwl,2.53,mm
min_path,hp-class,"input port to output pin",
synth,compound_area_frac,0,
die,die_x,80,microns
global_routing,grt_start_max_net_pins,19,
layout,flops,0,
min_path,worst_hold_path.num_cells,3,
synth,synth-warning-count,0,
pwr,p_leak,0.681,nW
worst_setup_path,critical-path-top-delay-family,"buffers and inverters",
timing,fmax,0.331,GHz
pwr,peakVddDrop,47.5,uV
worst_setup_path,crit_top_cell,"clkdlybuf4s50_1",
layout,final_cell_mix,"98 x clkdlybuf4s50_1, 30 x mux2_4, 2 x mux2_2",
timing,finalSetupTns,0,ns
synth,ys_sh_adder,0,
die,design.core.area,3420,sq um
synth,ys_sh_simple,0.0207,
clock_network,post_cts_buffers,0,
global_routing,grt_pass1_wl,3.62,mm
global_routing,grtUsageTotal,0.0690,
worst_setup_path,slowest_stage,"clkdlybuf4s50_1",
placement,placed_cells,179,
synth,mux_area_frac,0.869,
routing,dr.first_iter.drc_count,4,
worst_setup_path,setup.worst_path.start_class,"input port",
synth,ys_sh_xor,0,
worst_setup_path,path_cells,"clkdlybuf4s50_1 -> nand2_4 -> buf_12 -> mux2_2 -> clkdlybuf4s50_1",
worst_setup_path,cp_num_buf_inv,3,
placement,gp_congestion,0.740,
die,rows,21,
die,dieHeight,80,microns
worst_setup_path,worst-endpoint-required,2.88,ns
timing,drv_slew,0,
routing,num_antenna_cells,0,
routing,wirelength,2.67,mm
layout,instances_no_fill,179,
placement,place_ws,0.555,ns
worst_setup_path,critPathMaxFanout,18,
timing,hold_viol,0,
timing,max_slew.worst_pin.slew,0.156,ns
layout,register_area,0,sq um
die,core_util_floorplan,0.159,
[cell usage after synthesis]
library cell	number	area, sq um
mux2_2	2	22.5
buf_12	3	60.1
nand2_4	1	11.3
mux2_4	30	450
[layout make-up]
| cell class | count | area, sq um |
|---|---|---|
| Fill cell | 326 | 1870 |
| Timing Repair Buffer | 100 | 1010 |
| Multi-Input combinational cell | 33 | 484 |
| Tap cell | 46 | 57.6 |
[logic make-up after synthesis]
family | count (synthesis)
mux | 32
buf+inv | 3
simple gates | 1
[through the flow]
| stage | hold slack (ns) | power (mW) | util | area, sq um |
|---|---|---|---|---|
| finish | 2.47 | 0.181 | 0.454 | 1550 |
| global route | 2.49 | 0.193 | 0.454 | 1550 |
| CTS | 2.48 | 0.185 | 0.454 | 1550 |
| detailed placement | 2.48 | 0.185 | 0.454 | 1550 |
| global placement | 2.48 | 0.183 | 0.454 | 1550 |
| floorplan | 1.54 | 0.0567 | - | 544 |
[routing by layer]
| layer | vias up | global-route usage | routed length [microns] |
|---|---|---|---|
| li1 | 331 | - | - |
| met1 | 288 | 0.0725 | 990 |
| met2 | 52 | 0.128 | 1330 |
| met3 | 0 | 0.0330 | 348 |
| met4 | 0 | 0 | 0 |
| met5 | - | 0 | 0 |
[report_power, final]
group          leakage [nW]  internal [mW]  total [mW]  switching [mW]
Clock                     0              0           0               0
Sequential                0              0           0               0
Combinational         0.681          0.150       0.181          0.0312
Total                 0.681          0.150       0.181          0.0312
[worst max path at each step]
stage	start	to	slack (ns)	cells past startpoint
final	mem_wb_rd_mem	wb_reg_wr_data_out[31]	0.58	5
after global routing	mem_wb_rd_mem	wb_reg_wr_data_out[30]	0.52	5
after CTS	mem_wb_rd_mem	wb_reg_wr_data_out[31]	0.55	5
[worst min-delay path: stages]
cell	delay (ns)
clkdlybuf4s50_1	0.45
mux2_4	0.13
clkdlybuf4s50_1	0.45
Power figures rest on the tool's default switching activity, not on a simulated workload.
