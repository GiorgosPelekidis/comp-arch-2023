==> /design/flow/run.sh <==
#!/bin/bash
# OpenROAD 26Q1-2900-gdf79404cd8, Yosys 0.63+post, stock flow scripts
make -C /OpenROAD-flow-scripts/flow DESIGN_CONFIG=/design/flow/config.mk WORK_HOME=/design/flow/orfs finish
==> /design/flow/config.mk <==
export PLATFORM = sky130hd
export DESIGN_NAME = if_stage
export DESIGN_NICKNAME = if_stage
export VERILOG_FILES = /design/flow/design.v
export SDC_FILE = /design/flow/constraint.sdc
export NUM_CORES = 4
export LEC_CHECK = 1
export CORE_AREA = 10 10 118 118
export DIE_AREA = 0 0 128 128
==> /design/flow/design.v <==
module if_stage  (input logic 	      clk,              
				  input logic 	      rst,              
				  input logic 	      mem_wb_valid_inst, 
			      input logic   	  ex_take_branch_out, 
				  input logic [31:0]  ex_target_PC_out,   
				  input logic [31:0]  Imem2proc_data,     
				  output logic [31:0] proc2Imem_addr,     
				  output logic [31:0] if_PC_out,          
				  output logic [31:0] if_NPC_out,         
			      output logic [31:0] if_IR_out,          
				  output logic        if_valid_inst_out   
				  );
logic [31:0] PC_reg; 				    
logic [31:0] PC_plus_4;
logic [31:0] next_PC;
logic 	PC_enable;
assign proc2Imem_addr ={PC_reg[31:2], 2'b0};
assign if_IR_out = Imem2proc_data;
assign PC_plus_4 = PC_reg + 4;
assign next_PC = (ex_take_branch_out) ? ex_target_PC_out : PC_plus_4;
assign PC_enable = if_valid_inst_out | ex_take_branch_out;
assign if_PC_out = PC_reg;
assign if_NPC_out = PC_plus_4;
always_ff @(posedge clk) begin
	if(rst)
		PC_reg <= 0;        
	else if(PC_enable)
		PC_reg <= next_PC;  
end 
always_ff @(posedge clk) begin
	if (rst)
		if_valid_inst_out <= 1; 
	else
		if_valid_inst_out <= mem_wb_valid_inst;
end
endmodule   
==> /design/flow/constraint.sdc <==
current_design if_stage

set clk_period 8.7
set clk_io_pct 0.2

create_clock -name clk0 -period $clk_period [get_ports {clk}]

set non_clock_inputs [all_inputs -no_clocks]
set_input_delay [expr $clk_period * $clk_io_pct] -clock clk0 $non_clock_inputs
set_output_delay [expr $clk_period * $clk_io_pct] -clock clk0 [all_outputs]
==> flow_summary.yaml <==
# flow metrics
routing:
  num_antenna_cells: 0
  drc: 0
  drt-vias-per-instance: 4.84
  vias: 2733
  wirelength_mm: 10.1
  postRouteAntennaNets: 0
  drt_iter0_markers: 190
  first_pass_iters: 4
  wl_per_cell_um: 17.8
synth:
  async_reset_ff_share_pct: 0
  ys_chip_area_um2: 2890
  ys_seq_share_pct: 22.8
  ys_types: 50
  synth-edff-count: 0
  yosysCellCount: 369
  syn_area_um2: 2890
  ys_warn_count: 1
  synth_flops: 33
  synth_cells: 369
  flop_cell: "dfxtp_1"
  syn_area_per_cell_um2: 7.84
setup_path:
  reg2reg_depth: 4
  reg2reg_slack_ps: 6150
  crit_fanout: 7
  cp-endpoint: "if_NPC_out[12]"
  cp-end-kind: "output port"
  crit_required_ps: 6960
  crit_type: "reg2out"
  arrival_ps: 2770
  cp-startpoint: "PC_reg[2]"
  rr_startpoint: "PC_reg[7]"
  cp-start-kind: "flip-flop"
  timing.rr.end: "PC_reg[19]"
final_timing:
  rsz0062_at_grt: "no"
  setup_tns_ps: 0
  report.final.slew_viol_count: 0
  layout_min_cycle_time_ps: 4500
  skew_ps: 2.80
  max_freq_ghz: 0.222
  worstMarginPinSlew_ps: 809
  fin_hold_ws_ps: 520
  fin_crit_sh_pct: 51.8
  finalHoldViolations: 0
  setup_violations: 0
  slew_headroom_pct: 45.7
pwr:
  p_leak_uw: 0.00130
  ir_drop_v: 0.0000677
  powerDensity_nw_per_um2: 120
cells_and_area:
  syn2layout_area_growth_pct: 34.6
  mostFrequentLayoutCells: "clkdlybuf4s50_1, nor2_1, dfxtp_1, nand2_1, xnor2_1"
  largest_register_ffs: 32
  drive_above_1_share_pct: 4.98
  mostFrequentLayoutCell: "clkdlybuf4s50_1"
cts:
  post_cts_buffers: 0
  clk_path_buf_depth: 2
  clock_latency_ps: 280
  clock-sinks: 33
  cts_resized: 0
  cts_root_buf: "clkbuf_16"
  htree_num_levels: 2
  tritoncts: "built"
  numCtsBuffers: 5
  clk_pin_slew_ps: 50
  cts-hold-fix-buffers: 0
floorplan:
  fp-utilization_pct: 25.3
  row_count: 39
  die_y_um: 128
  core_um2: 11400
  die-area_um2: 16400
  io-pin-count: 197
  fp.dieW_um: 128
worst_hold_path:
  hold_depth: 2
  hold_class: "reg2reg"
  hold_start: "PC_reg[0]"
global_route:
  grt_pass1_vias: 2520
  grt-ovfl-total: 0
  grtUsageTotal_pct: 11.4
  grt_pass1_wl_mm: 15.1
  antenna_found_initial: 0
  grt_start_max_net_pins: 35
place:
  place_congestion: 0.846
  portBuffers: 130
  place_hpwl_mm: 7.83
run:
  warnings: 25
  cap_violations: 0
status:
  status: "finished clean"
power breakdown:
| part | internal, uW | switching (uW) | leakage (uW) |
|---|---|---|---|
| clock | 106 | 64.4 | 0.0000652 |
| sequential | 162 | 23.1 | 0.000274 |
| combinational | 79.7 | 30.9 | 0.000959 |
synthesized netlist by cell type (2+ instances only):
library cell   n  area (um2)
buf_4         67         503
nor2_1        35         131
dfxtp_1       33         661
nand2_1       24        90.1
xnor2_1       22         193
nand3_1       21         105
xor2_1        16         140
a311oi_1      14         123
clkbuf_1      13        48.8
nand4_1       13        81.3
a211oi_1      10        75.1
o31ai_1        9        67.6
nor3_1         7        35.0
or4_1          7        52.6
and3_1         6        37.5
clkbuf_8       5        68.8
inv_1          5        18.8
nor4_1         5        31.3
or3_1          5        31.3
a21oi_1        4        20.0
and4_1         4        35.0
mux2i_1        4        40.0
and2_1         3        18.8
o21ai_0        3        15.0
and3_2         2        15.0
buf_1          2        7.51
buf_2          2        10.0
nand2b_1       2        12.5
nor2b_1        2        12.5
nor3b_1        2        15.0
or4_2          2        17.5
or4_4          2        22.5
critical path: stages, from the launching register on:
cell             delay [ps]
dfxtp_1                 440
ha_1                    330
nand4_1                 230
nor2_1                  590
nand2_1                 150
xnor2_1                 230
clkdlybuf4s50_1         510
metal layers:
metal | part of all wire [%] | GRT usage (%) | wire length, um
met1 | 39 | 14.0 | 3960
met5 | 0 | 0 | 0
met3 | 10 | 4.20 | 1020
met2 | 49 | 19.3 | 4970
met4 | 1.1 | 1.46 | 106
area by class of cell:
type,count,area [um2]
clock buffers,8,136
flip-flops and latches,33,661
multi-input cells,241,1560
repair buffers,135,1340
fillers,1184,7520
well taps,143,179
inverters,5,18.8
worst min path at each step:
| stage | to |
|---|---|
| 6_report | PC_reg[0] |
| 4_1_cts | PC_reg[0] |
| 5_1_grt | PC_reg[0] |
cells by family after synthesis:
family	after synthesis	share of synthesized area [%]
adder cells (fa/ha/maj)	1	0.432
AND/OR/NAND/NOR	148	27.6
flip-flops	33	22.8
other	1	0.130
AND-OR/OR-AND	48	12.8
multiplexers	4	1.38
XOR/XNOR	38	11.5
buffers and inverters	96	23.4
stage by stage:
| step | utilization (%) | setup slack (ps) | power (uW) | cells | area (um2) |
|---|---|---|---|---|---|
| after floorplan | - | 5120 | 237 | 370 | 2900 |
| after CTS | 34.1 | 4220 | 475 | 565 | 3890 |
| final | 34.1 | 4200 | 467 | 565 | 3890 |
| after global placement | 32.9 | 4530 | 300 | 557 | 3760 |
| after global routing | 34.1 | 4020 | 490 | 565 | 3890 |
| after detailed placement | 32.9 | 4490 | 301 | 557 | 3760 |
Power and IR drop assume default switching activity.
